File: ./run.sh
#!/bin/bash
# OpenROAD 26Q1-2900-gdf79404cd8, Yosys 0.63+post, stock flow scripts
make -C /OpenROAD-flow-scripts/flow DESIGN_CONFIG=/design/flow/config.mk WORK_HOME=/design/flow/orfs finish
File: ./config.mk
export PLATFORM = sky130hd
export DESIGN_NAME = Top_ALU
export DESIGN_NICKNAME = Top_ALU
export VERILOG_FILES = /design/flow/design.v
export SDC_FILE = /design/flow/constraint.sdc
export NUM_CORES = 4
export LEC_CHECK = 1
export CORE_AREA = 10 10 95 95
export DIE_AREA = 0 0 105 105
File: ./constraint.sdc
current_design Top_ALU

set clk_period 2.5
set clk_io_pct 0.2

create_clock -name clk0 -period $clk_period

set non_clock_inputs [all_inputs -no_clocks]
set_input_delay [expr $clk_period * $clk_io_pct] -clock clk0 $non_clock_inputs
set_output_delay [expr $clk_period * $clk_io_pct] -clock clk0 [all_outputs]
File: ./design.v
module ALU_1bit (
    input wire A,
    input wire B,
    input wire [2:0] ALUControl,
    output wire result,
    output wire zero
);
assign result = (ALUControl == 3'b000) ? (A + B) :
                (ALUControl == 3'b001) ? (A - B) :
                (ALUControl == 3'b010) ? (A & B) :
                (ALUControl == 3'b011) ? (A ^ B) :
                (ALUControl == 3'b101) ? (A < B) : 0;
assign zero = (result == 0) ? 1'b1 : 1'b0;
endmodule
module ALU_32bit (
    input wire [31:0] A,
    input wire [31:0] B,
    input wire [2:0] ALUControl,
    output wire [31:0] result,
    output wire zero
);
wire [31:0] result_bits[0:7];
wire zero_bits[0:7];
genvar i;
generate
    for (i = 0; i < 8; i = i + 1) begin : alu_loop
        ALU_4bit ALU_inst (
            .A(A[i*4 +: 4]),
            .B(B[i*4 +: 4]),
            .ALUControl(ALUControl),
            .result(result_bits[i]),
            .zero(zero_bits[i])
        );
    end
endgenerate
assign result = {result_bits[7], result_bits[6], result_bits[5], result_bits[4], 
                 result_bits[3], result_bits[2], result_bits[1], result_bits[0]};
assign zero = (zero_bits[7] & zero_bits[6] & zero_bits[5] & zero_bits[4] &
               zero_bits[3] & zero_bits[2] & zero_bits[1] & zero_bits[0]);
endmodule
module ALU_4bit (
    input wire [3:0] A,
    input wire [3:0] B,
    input wire [2:0] ALUControl,
    output wire [3:0] result,
    output wire zero
);
wire [3:0] result_bits[0:3];
wire zero_bits[0:3];
genvar i;
generate
    for (i = 0; i < 4; i = i + 1) begin : alu_loop
        ALU_1bit ALU_inst (
            .A(A[i]),
            .B(B[i]),
            .ALUControl(ALUControl),
            .result(result_bits[i]),
            .zero(zero_bits[i])
        );
    end
endgenerate
assign result = {result_bits[3], result_bits[2], result_bits[1], result_bits[0]};
assign zero = (zero_bits[3] & zero_bits[2] & zero_bits[1] & zero_bits[0]);
endmodule
module Top_ALU (
    input wire [31:0] A,
    input wire [31:0] B,
    input wire [2:0] ALUControl,
    output wire [31:0] result,
    output wire zero
);
ALU_32bit ALU_inst (
    .A(A),
    .B(B),
    .ALUControl(ALUControl),
    .result(result),
    .zero(zero)
);
endmodule
==> out/summary.txt <==
All-Layer GR Usage: 0.0800
DR DRC count: 0
setup_tns: -329 ps
first-pass GRT wire length: 7620 um
Synth top cells by count: 64 x ha_1, 33 x inv_1, 32 x buf_4
M3 GR Usage: 0.00559
post-synth top area share: 0.497
Peak Freq: 0.354 GHz
busiest grt layer: met2
Layout Area Growth over Synthesis: 72.5%
Cell Area, Synth: 0.00161 sq mm
antenna violations before repair: 0
PD cells: 122 mW/mm^2
register share after synthesis: 0
post-route ant nets: 0
Routed WL: 4850 um
WL per Instance: 12.2 um
CP Capture Type: output pin
Hold Buf Count CTS: 0
RSZ-0062 raised after global routing: yes
Final Critical Period: 2830 ps
max_cap viols: 0
Yosys warnings: 2
IO Port Bufs: 69
row count: 30
final hold violation count: 0
Inst Count DP: 392
top cells, area: ha_1 50%, buf_4 15%, inv_1 7.7%
Max VDD drop: 0.0525 mV
met1 usage: 0.118
share of cells above drive strength 1: 0.429
post-detail-place hpwl: 4250 um
Yosys chip area: 0.00161 sq mm
Worst Hold Class: input pin to output pin
Ports: 100
met2 Use GR: 0.132
DRT Pass-1 Iters: 4
routed vias: 1552
critical path peak fanout: 2
die height: 105 um
failing checks: negative setup slack
Mean Syn Cell Area: 8.43 sq um
clk_buf instances: 0
area leader, netlist: ha_1
drt initial violations: 41
Core Util, Final: 0.402
leakage power: 1.46 nW
fillcell total: 691
fp_density: 0.233
most frequent cell after synthesis: ha_1
vias in the first global route: 1615
crit share post-route: 1.13
Final Instance Count excl. Fillers: 397
arrival time at the worst endpoint: 2330 ps
GPL Wtd Cong: 0.788
core area: 0.00691 sq mm
flop count: 0
die area: 0.0110 sq mm
Setup-failing EPs final: 1
status: finished with violations
kind of critical path: input pin to output pin
synthesized instance count: 191
ys cells: 191
worst setup margin: -329 ps
grt ovf: 0
Distinct lib cells used: 31
antenna cells: 0
tool warnings: 66
Die Wd: 105 um
Slew Viols, Final: 0
register area: 0 sq um
critical path launch point type: input pin
Worst Hold Depth: 7
largest net degree at the start of global routing: 10
DR vias/cell: 3.91
crit path DRT: 2000 ps
==> worst max-delay path, stage by stage <==
cell,delay (ps)
buf_6,80
inv_4,30
ha_4,240
nand2_2,50
or4_4,490
buf_6,130
a22oi_2,140
o211ai_1,130
a2111oi_2,360
buf_2,170
==> per-layer routing <==
layer	up-vias	share of wire
met4	0	0
met1	682	0.50
met3	0	0.042
met2	59	0.46
met5	-	0
li1	811	-
==> final timing paths <==
path | start | end | slack, ps
worst max-delay path | A[9] | zero | -330
worst min-delay path | ALUControl[0] | zero | 1620
==> cells by family after synthesis <==
logic type,count (synthesis),synth area share
adders and majority gates,65,0.503
other,1,0.00233
AOI/OAI and AO/OA,16,0.0707
buffers and inverters,68,0.256
and+or+nand+nor,41,0.168
==> where the power goes <==
group          switching (mW)  total, mW  leakage [nW]  internal (mW)
combinational           0.138      0.339          1.46          0.201
clock                       0          0             0              0
sequential                  0          0             0              0
total                   0.138      0.339          1.46          0.201
==> placed cells by master, fill, tap and decap left out, drive strengths merged <==
cell / count
buf: 70
ha: 64
inv: 33
conb: 31
dlygate4sd2: 20
nor4: 13
clkbuf: 11
nand4: 7
nand2: 6
clkdlybuf4s15: 5
clkdlybuf4s50: 5
a21oi: 4
dlymetal6s2s: 4
o21ai: 4
nand3: 3
or4: 3
nor3: 3
nor2: 2
nor2b: 1
o22ai: 1
or2b: 1
a311oi: 1
or3: 1
a22oi: 1
maj3: 1
o211ai: 1
or4b: 1
o41ai: 1
o21a: 1
a211oi: 1
a2111oi: 1
==> layout make-up <==
cell class / count / area, sq um / share of cell area
Multi-Input combinational cell: 153 / 1540 / 0.553
Timing Repair Buffer: 115 / 990 / 0.356
Inverter: 33 / 131 / 0.0473
Tap cell: 96 / 120 / 0.0432
==> what timing repair did <==
action,in CTS,in global routing
setup endpoints to repair,2,2
pin swaps,42,28
gates resized,169,73
setup buffers,4,1
==> stage by stage <==
stage / power (mW) / hold slack, ps / instance area (sq um) / worst slack [ps]
floorplan: 0.145 / 1170 / 1730 / 16.1
global placement: 0.315 / 2270 / 2560 / -1140
detailed placement: 0.316 / 2250 / 2560 / -1150
CTS: 0.318 / 1720 / 2640 / -335
global route: 0.384 / 1650 / 2780 / -443
finish: 0.339 / 1620 / 2780 / -329
No activity file was given, so power comes from the tool's default toggle rates.
